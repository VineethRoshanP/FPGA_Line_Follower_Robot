<file path="/design/flow/design.v">
module Uart_RX (
    input clk_3125,
    input rx,
    output reg [0:7] rx_msg,
    output reg rx_parity,
    output reg rx_complete
);
parameter START = 4'b0000, BIT0 = 4'b0001, BIT1 = 4'b0010, BIT2 = 4'b0011, BIT3 = 4'b0100, BIT4 = 4'b0101, BIT5 = 4'b0110, BIT6 = 4'b0111, BIT7 = 4'b1000, PARITY = 4'b1001, STOP = 4'b1010, IDLE = 4'b1111;
reg [3:0] state = IDLE;
reg [4:0] counter = 0;
reg [7:0] rx_prev_msg = 0;
reg rx_prev_parity = 0;
reg rx_used_here = 0;
initial begin
    rx_msg = 0;
	rx_parity = 0;
    rx_complete = 0;
end
always @(posedge clk_3125) begin
    if (rx_complete) rx_complete = 0;
    if (counter == 28) begin
        case (state)
            START: state = BIT0;
            BIT0: {state, rx_prev_msg} <= {BIT1, rx_used_here, 7'b0000000};
            BIT1: {state, rx_prev_msg} <= {BIT2, rx_prev_msg[7], rx_used_here, 6'b000000};
            BIT2: {state, rx_prev_msg} <= {BIT3, rx_prev_msg[7:6], rx_used_here, 5'b00000};
            BIT3: {state, rx_prev_msg} <= {BIT4, rx_prev_msg[7:5], rx_used_here, 4'b0000};
            BIT4: {state, rx_prev_msg} <= {BIT5, rx_prev_msg[7:4], rx_used_here, 3'b000};
            BIT5: {state, rx_prev_msg} <= {BIT6, rx_prev_msg[7:3], rx_used_here, 2'b00};
            BIT6: {state, rx_prev_msg} <= {BIT7, rx_prev_msg[7:2], rx_used_here, 1'b0};
            BIT7: {state, rx_prev_msg} <= {PARITY, rx_prev_msg[7:1], rx_used_here};
            PARITY: {state, rx_prev_parity} <= {STOP, rx_used_here};
            STOP: begin
                {state, rx_parity, rx_complete} <= {IDLE, rx_prev_parity, 1'b1};
                rx_msg <= (rx_prev_parity === (^rx_prev_msg) ? 1'b1 : 1'b0) ? rx_prev_msg : 8'h3F;
            end
            default;
        endcase
        counter = 1;
    end
    counter <= counter + 1;
	rx_used_here = rx;
    if (state == IDLE && rx == 1'b0) state = START;
end
endmodule
</file>
<file path="/design/flow/run.sh">
#!/bin/bash
# OpenROAD 26Q1-2900-gdf79404cd8, Yosys 0.63+post, stock flow scripts
make -C /OpenROAD-flow-scripts/flow DESIGN_CONFIG=/design/flow/config.mk WORK_HOME=/design/flow/orfs finish
</file>
<file path="/design/flow/config.mk">
export PLATFORM = sky130hd
export DESIGN_NAME = Uart_RX
export DESIGN_NICKNAME = Uart_RX
export VERILOG_FILES = /design/flow/design.v
export SDC_FILE = /design/flow/constraint.sdc
export NUM_CORES = 4
export LEC_CHECK = 1
export CORE_AREA = 10 10 100 100
export DIE_AREA = 0 0 110 110
</file>
<file path="/design/flow/constraint.sdc">
current_design Uart_RX

set clk_period 2.4
set clk_io_pct 0.2

create_clock -name clk0 -period $clk_period [get_ports {clk_3125}]

set non_clock_inputs [all_inputs -no_clocks]
set_input_delay [expr $clk_period * $clk_io_pct] -clock clk0 $non_clock_inputs
set_output_delay [expr $clk_period * $clk_io_pct] -clock clk0 [all_outputs]
</file>
==> ci_impl_report.md <==
## PnR job results

| Metric | Value |
|---|---|
| Switching part of the total | `16.6%` |
| Post-synth top area cell | `edfxtp_1` |
| # fillers | `841` |
| Stages on the worst setup path | `3` |
| Status | `finished clean` |
| Num CTS Buffers | `5` |
| DP Wirelength | `1.56 mm` |
| Max cap viols | `0` |
| Synth flops | `29` |
| Post-cts hold buffer count | `0` |
| Area leader share | `39.2%` |
| Synth Seq Share | `55.2%` |
| Core Util at FP | `17.7%` |
| First-pass GRT wire length | `3.95 mm` |
| Syn Inst Count | `129` |
| # resized after CTS | `0` |
| Internal power | `0.939 mW` |
| Initial DRT Pass Iterations | `4` |
| CTS sink count | `29` |
| R2R depth | `3` |
| Clock Tree Root | `clkbuf_8` |
| Worst hold stages | `0` |
| Yosys warns | `1` |
| Die area | `0.0121 sq mm` |
| Worst-path cell chain | `nand2b_1 > or3_1 > nor4_1` |
| NetSw | `0.187 mW` |
| Worst Path Max Fanout | `11` |
| Lkg Pwr | `0.520 nW` |
| Initial antenna violation count | `0` |
| Comb pwr share | `0.4%` |
| Layout Utilization | `22.0%` |
| Largest cells by area | `edfxtp_1 (39%), dfxtp_1 (16%), a21oi_1 (4.0%)` |
| Final setup viols | `0` |
| RSZ-0062 raised after global routing | `no` |
| Critical Path RT | `2.34 ns` |
| # diodes | `0` |
| Core Rows | `32` |
| Worst VDD drop | `0.223 mV` |
| Post-route antenna net violation count | `0` |
| Endpoints failing hold | `0` |
| Reg area | `761 sq um` |
| Top cell excl fill/tap | `edfxtp_1` |
| Final WL | `2.32 mm` |
| CP max stage delay | `0.47 ns` |
| Tool Warnings | `25` |
| Area growth, synth to finish | `24.4%` |
| DR vias/cell | `3.76` |
| Htree depth | `2` |
| Initial DRC count | `92` |
| Crit path max-delay family | `simple AND/OR/NAND/NOR gates` |
| Synth Cell Area | `0.00138 sq mm` |
| # IOs | `12` |
| Share of cells above drive strength 1 | `12.7%` |
| Setup TNS | `0 ns` |
| Clk network pwr share | `52.9%` |
| Final period utilization | `76.6%` |
| Reg clk slew, reported paths | `0.06 ns` |
| CP endpoint kind | `flip-flop` |
| Fmax achieved | `544 MHz` |
| Yosys chip area | `0.00138 sq mm` |
| Final Non-Filler Cells | `244` |
| GRT Total Usage | `3.89%` |
| Design area | `0.00172 sq mm` |
| Crit path kind | `flip-flop to flip-flop` |
| Hold Crit Class | `flip-flop to flip-flop` |
| Yosys stat cell total | `129` |
| Core area | `0.00781 sq mm` |
| Final GP Congestion | `0.817` |
| Fin. max-slew vios | `0` |
| CP arrival | `1.78 ns` |
| Drt drc | `0` |
| Port bufs | `11` |
| Cell area after placement | `0.00158 sq mm` |
| Total gr overflow | `0` |
| Reg power frac | `46.7%` |
| Worst clock skew | `0.00690 ns` |
| Buffers and inverters on the worst path | `0` |
| DIE WIDTH | `110 um` |
| Die Span Y | `110 um` |
| Longest Clk Path Bufs | `2` |
| Mean area per synthesized cell | `10.7 sq um` |
| Largest net degree at the start of global routing | `18` |
| DR WL/cell | `9.50 um` |
| Synth unique cells | `40` |
| CTS tree | `done` |
| Power per cell area | `656 mW/mm^2` |
| Post-CTS Setup Inserts | `0` |
| # placed instances | `236` |
| Startpoint Class | `flip-flop` |
| Via count | `918` |
| Top Layout Cells | `edfxtp_1 (18), nor2_1 (12), nand2_1 (12)` |
| Crit path max-delay cell type | `or3_1` |
| Slew Limit Headroom | `60.9%` |
| Minimum clock period | `1.84 ns` |
| Insertion Delay late pin | `0.27 ns` |
| Logic area | `561 sq um` |
| Worst Tran Pin Value | `0.582 ns` |
| Vias in the first global route | `834` |
[worst paths after layout]
kind	startpoint	to	slack [ns]
setup / recovery	counter[0]$_DFF_P_	rx_prev_msg[2]$_DFFE_PP_	0.56
hold / removal	rx_prev_parity$_DFFE_PP_	rx_parity$_DFFE_PP_	0.49
setup reg to reg	counter[0]$_DFF_P_	rx_prev_msg[2]$_DFFE_PP_	0.56
hold reg to reg	rx_prev_parity$_DFFE_PP_	rx_parity$_DFFE_PP_	0.49
[cell type report]
class	instances	area share, %
clock buffers	5	4.01
clock inverters	3	3.79
inverters	2	0.438
multi-input cells	90	32.7
flip-flops and latches	29	44.3
well taps	102	7.44
repair buffers	13	7.29
[stage by stage]
stage	hold slack (ns)	setup slack, ns	power (mW)
2_1_floorplan	0.449	0.563	0.537
3_3_place_gp	0.470	0.425	0.540
3_5_place_dp	0.471	0.377	0.541
4_1_cts	0.492	0.569	1.14
5_1_grt	0.515	0.422	1.17
6_report	0.488	0.561	1.13
[per-layer routing]
layer / part of all wire (%) / wire length (um) / track usage, %
met5: 0 / 0 / 0
met4: 2.0 / 47 / 1.21
met3: 9.4 / 219 / 0.940
met2: 41 / 958 / 5.80
met1: 47 / 1090 / 5.50
[cell usage after synthesis (all sizes together)]
cell type  number
a21oi          11
clkbuf          3
nand3           3
o31ai           1
maj3            1
nor4            1
and3            2
o2111ai         1
a32o            2
or2             1
a211oi          1
o211a           1
or4             1
nor4b           1
xnor2           4
o32ai           1
and4            1
xnor3           1
buf             5
nand2b          7
o21ai           6
edfxtp         18
inv             2
xor2            2
nand3b          2
nand4bb         1
and2            2
nor2           12
nor2b           2
or3             2
nor3            6
nand2          13
dfxtp          11
a21boi          1
[power groups by stage]
stage     sequential, mW  combinational [mW]  clock [mW]
5_1_grt            0.525             0.00466       0.635
6_report           0.526             0.00406       0.596
4_1_cts            0.526             0.00408       0.611
[worst register-to-register path: stages, from the launching register on]
cell and delay, ns:
dfxtp_1 0.39, nand2b_1 0.21, or3_1 0.47, nor4_1 0.43
[cells by family (layout without fill, tap and decap cells)]
kind of cell    Yosys count  count (layout)  synth area share, %
flops                    29              29                 55.2
compound gates           25              25                 11.3
simple gates             57              57                 22.7
buf+inv                  10              23                 4.17
xor+xnor                  7               7                 5.99
fa+ha+maj                 1               1                0.726
[registers in the layout, indices dropped and copies added (netlist names)]
register	cells
counter	5
rx_complete	1
rx_msg	8
rx_parity	1
rx_prev_msg	8
rx_prev_parity	1
rx_used_here	1
state	4
Power and IR drop assume default switching activity.

==> /design/flow/design.v <==
module Color_Detection (
    input  clk_1MHz, cs_out, en,
	output reg [1:0] filter, cs_scaler,
	output reg [1:0] color
);
reg [9:0] blue_frequency, green_frequency, red_frequency;
reg [13:0] counter;
reg [1:0] prev_color;
reg detect;
reg [31:0] detect_delay;
parameter RED_FILTER = 0, BLUE_FILTER = 1, CLEAR_FILTER = 2, GREEN_FILTER = 3;
parameter RED_COLOR = 1, BLUE_COLOR = 3, CLEAR_COLOR = 0, GREEN_COLOR = 2;
initial begin
	filter = BLUE_FILTER; 
	cs_scaler = 2;
	blue_frequency = 0;
	green_frequency = 0;
	red_frequency = 0;
	counter = 0;
	color = CLEAR_COLOR;
	prev_color = CLEAR_COLOR;
	detect = 0;
	detect_delay = 0;
end
always @(posedge cs_out) begin
	if (counter <= 10000) begin
        case (filter)
            RED_FILTER: red_frequency = red_frequency + 1;
            BLUE_FILTER: blue_frequency = blue_frequency + 1;
            GREEN_FILTER: green_frequency = green_frequency + 1;
            default;
        endcase
    end
	if (filter == CLEAR_FILTER) begin	
		if (en == 1'b1) begin
			if (red_frequency >= 100 && green_frequency >= 100 && blue_frequency >= 100) begin
				if(prev_color == CLEAR_COLOR) begin
					color = CLEAR_COLOR;
				end
				else begin
					color = prev_color;
				end
			end
			else if (red_frequency < 100 && green_frequency < 100 && blue_frequency < 100) begin
				if(prev_color == CLEAR_COLOR) begin
					color = CLEAR_COLOR;
				end
				else begin
					color = prev_color;
				end
			end
			else begin
				if(detect == 0 && detect_delay >= 1000000) begin
						if (red_frequency >= 100 && green_frequency < 100 && blue_frequency < 100) begin
							color = RED_COLOR;
							prev_color = RED_COLOR;
						end
						else if (red_frequency < 100 && green_frequency >= 100 && blue_frequency < 100) begin
							color = GREEN_COLOR;
							prev_color = GREEN_COLOR;
						end
						else if (red_frequency < 100 && green_frequency < 100 && blue_frequency >= 100) begin
							color = BLUE_COLOR;
							prev_color = BLUE_COLOR;
						end
						detect = 1;
				end
			end
		end 
		else begin
			detect = 1'b0;
		end
		red_frequency = 0;
		green_frequency = 0;
		blue_frequency = 0;
	end
end
always @(posedge clk_1MHz) begin
	if (counter == 10001) begin
        case (filter)
			RED_FILTER: filter = CLEAR_FILTER;
			BLUE_FILTER: filter = GREEN_FILTER;
			GREEN_FILTER: filter = RED_FILTER;
			CLEAR_FILTER: filter = BLUE_FILTER;
            default;
		endcase
		counter = 0;
    end
	if (counter <= 10000) begin
		counter = counter + 1;
	end
	if (en == 1'b1) begin
		detect_delay = detect_delay + 1;
	end
	else begin
		detect_delay = 0;
	end
end
endmodule
==> /design/flow/run.sh <==
#!/bin/bash
# OpenROAD 26Q1-2900-gdf79404cd8, Yosys 0.63+post, stock flow scripts
make -C /OpenROAD-flow-scripts/flow DESIGN_CONFIG=/design/flow/config.mk WORK_HOME=/design/flow/orfs finish
==> /design/flow/config.mk <==
export PLATFORM = sky130hd
export DESIGN_NAME = Color_Detection
export DESIGN_NICKNAME = Color_Detection
export VERILOG_FILES = /design/flow/design.v
export SDC_FILE = /design/flow/constraint.sdc
export NUM_CORES = 4
export LEC_CHECK = 1
export CORE_UTILIZATION = 40
==> /design/flow/constraint.sdc <==
current_design Color_Detection

set clk_period 4.1
set clk_io_pct 0.2

create_clock -name clk0 -period $clk_period [get_ports {clk_1MHz}]
create_clock -name clk1 -period $clk_period [get_ports {cs_out}]

set non_clock_inputs [all_inputs -no_clocks]
set_input_delay [expr $clk_period * $clk_io_pct] -clock clk0 $non_clock_inputs
set_output_delay [expr $clk_period * $clk_io_pct] -clock clk0 [all_outputs]
==> results.txt <==
fresh numbers from the pnr run: status=complete, no violations, OpenROAD warning count=32, routed len/inst=12.0 µm, initial antenna violation count=0, post-cts gate resize count=0, vias in the first global route=2945, chip area=11100 µm², aoi share=0.0975, metal3 WL=199 µm, most frequent logic cell in the layout=dfxtp_1, Crit Reg-Reg Startpoint=counter[2], kind of critical path=flop to flop, cell count after synthesis=477, worst hold start=green_frequency[1], top-level I/O count=9, share of layout cells above drive strength 1=0.0823, fill cell count=996, Sink Count=83, critical path required time=4.34 ns, VDD IR-drop max=0.146 mV, WL met1=4.01 mm, vias=3162, total area of sequential cells=1730 µm², synthesized area=4290 µm², routed wl met2=3.08 mm, Final Hold Viols=0, Synth async-reset ratio=0, CTS tree=built, main logic family after synthesis=simple AND/OR/NAND/NOR gates, Rel. slew slack=0.590, fa+ha+maj area frac=0.0321, GPL Wtd Cong=0.785, Port Buf Inserts=5, Unique cell types=62, setup TNS=0 ns, CTS clk-pin slew, worst paths=0.09 ns, Via density=5.08, worst min path class=flop to flop, Final Max Slew Viols=0, cell row count=37, number of synthesized flops with an enable pin=7, Top Layout Cells=dfxtp_1 (76), nor2_1 (42), nand2_1 (39), Seq share, synth=0.404, largest net degree at the start of global routing=37, PD cells=326 nW/µm², cts hold-fix bufs=0, Setup crit start kind=flop, Die Y-Extent=106 µm, Non-Filler Instances=622, area grow syn2layout=9.20%, cells on worst reg2reg path=12, DRT Pass-1 Iters=4, highest metal used=met4, arrival time worst endpoint=3.72 ns, Synth Area per Inst=8.98 µm², Hold Crit Depth=2, PnR Total Power=1.52 mW, Core Region=10400 µm², Hold Path End=green_frequency[1], post-CTS setup buffers=0, final number of setup-violating endpoints=0, HPWL Detailed=5.20 mm, Simple-Gate Fraction of Synth Area=0.297, Die X=106 µm, logic area=2420 µm², Synth Warn #=1, ANT nets after route=0, fp util=0.413, Post-Route WL=7.43 mm, P_leak=1.71 nW, crit-path max FO=6, Worst R2R Setup Slack=0.62 ns, n_diodes=0, reg2reg end=counter[12], Yosys reg bits=83, first-pass GRT wire length=13.1 mm, GR Overflow Total=0, Iter 0 DRT Violations=159, Max-cap violations=0, Dominant Register Cell=dfxtp_1, worst slew pin tran=0.609 ns, ys cells=477, Mux cell area share=0.0146, Remaining DRCs=0, yosys stat chip area=4290 µm², XORs/XNORs by Area=0.123, dpl cells=606, total track usage=0.145, Worst Skew=0.0108 ns, RSZ-0062 raised after global routing=false, Critical Path Sink Type=flop
-- power breakdown --
group | leakage [nW] | switching, mW | total, mW | internal [mW]
registers | 0.682 | 0.00244 | 0.820 | 0.818
clock network | 0.122 | 0.293 | 0.692 | 0.399
logic | 0.906 | 0.00630 | 0.0117 | 0.00543
-- critical path: stages, from the launching register on --
cell	delay [ns]
dfxtp_1	0.34
or4_4	0.58
nor3_1	0.19
nand3_1	0.23
nand2_1	0.19
ha_1	0.15
o21bai_1	0.07
a21oi_1	0.19
o2111ai_1	0.22
nor4_1	0.59
nand2_1	0.20
nor3_1	0.29
xor2_1	0.17
-- through the flow --
step                worst slack [ns]  hold slack [ns]  cell area, µm²  utilization
CTS                            0.596            0.489            4680        0.451
global route                   0.234            0.510            4680        0.451
floorplan                      0.990            0.444            4290            -
finish                         0.622            0.494            4680        0.451
detailed placement             0.684            0.473            4440        0.428
global placement               0.759            0.467            4440        0.428
-- worst max-delay path by stage --
stage / start / endpoint / cells after the start
5_1_grt: counter[2] / counter[12] / 12
6_report: counter[2] / counter[12] / 12
4_1_cts: counter[2] / counter[12] / 12
-- flip-flops by register name (all words and copies together), names as in the netlist, 2 cells and up --
register         cells
color                2
counter             14
green_frequency     10
filter               2
blue_frequency      10
red_frequency       10
prev_color           2
detect_delay        32
-- final cells by class --
type / instances / area share
clock inverters: 5 / 0.0166
multi-input cells: 368 / 0.518
repair buffers: 8 / 0.0155
clock buffers: 11 / 0.0348
inverters: 11 / 0.00882
flip-flops and latches: 83 / 0.370
well taps: 136 / 0.0364
-- synthesized netlist by cell type, drive strengths merged (3+ instances only) --
master	n	share of area
a21boi	11	0.019
a21oi	9	0.011
and2	30	0.045
and3	15	0.022
and4	6	0.012
buf	5	0.011
clkbuf	9	0.0082
dfxtp	76	0.36
edfxtp	7	0.049
ha	11	0.032
inv	11	0.0096
mux2i	4	0.0093
nand2	39	0.034
nand3	29	0.037
nand3b	3	0.0053
nand4	14	0.020
nand4b	3	0.0061
nor2	42	0.037
nor2b	4	0.0058
nor3	15	0.022
nor4	6	0.0088
o211ai	3	0.0053
o21ai	19	0.022
or3	16	0.025
xnor2	35	0.072
xor2	25	0.051
-- logic make-up after synthesis --
group | Yosys count
adders and majority gates | 11
xor gates and xnor gates | 60
other | 2
DFF | 83
muxes | 6
buffers and inverters | 26
and+or+nand+nor | 230
AOI/OAI and AO/OA | 59
-- metal layers --
layer | global-route usage | vias to the layer above
met5 | 0 | -
met4 | 0.0248 | 0
met1 | 0.218 | 1443
li1 | - | 1682
met3 | 0.0315 | 10
met2 | 0.223 | 27
Power and IR drop assume default switching activity.

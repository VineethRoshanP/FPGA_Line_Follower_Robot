## run.sh

```bash
#!/bin/bash
# OpenROAD 26Q1-2900-gdf79404cd8, Yosys 0.63+post, stock flow scripts
make -C /OpenROAD-flow-scripts/flow DESIGN_CONFIG=/design/flow/config.mk WORK_HOME=/design/flow/orfs finish
```

## config.mk

```make
export PLATFORM = sky130hd
export DESIGN_NAME = Uart_TX
export DESIGN_NICKNAME = Uart_TX
export VERILOG_FILES = /design/flow/design.v
export SDC_FILE = /design/flow/constraint.sdc
export NUM_CORES = 4
export LEC_CHECK = 1
export CORE_AREA = 10 10 70 70
export DIE_AREA = 0 0 80 80
```

## constraint.sdc

```tcl
current_design Uart_TX

set clk_period 1.6
set clk_io_pct 0.2

create_clock -name clk0 -period $clk_period [get_ports {clk_3125}]

set non_clock_inputs [all_inputs -no_clocks]
set_input_delay [expr $clk_period * $clk_io_pct] -clock clk0 $non_clock_inputs
set_output_delay [expr $clk_period * $clk_io_pct] -clock clk0 [all_outputs]
```

## design.v

```verilog
module Uart_TX(
    input clk_3125,
    input parity_type,tx_start,
    input [0:7] data,
    output reg tx, tx_done
);
reg [3:0] state;
reg [4:0] counter = 27;
initial begin
    tx = 1;
    tx_done = 0;
end
parameter START = 4'b0000, BIT0 = 4'b0001, BIT1 = 4'b0010, BIT2 = 4'b0011, BIT3 = 4'b0100, BIT4 = 4'b0101, BIT5 = 4'b0110, BIT6 = 4'b0111, BIT7 = 4'b1000, PARITY = 4'b1001, STOP = 4'b1010; 
always @(posedge clk_3125) begin
    if (counter == 27) begin
        case (state)
            START: {tx, state} <= {data[7], BIT0};
            BIT0: {tx, state} <= {data[6], BIT1};
            BIT1: {tx, state} <= {data[5], BIT2};
            BIT2: {tx, state} <= {data[4], BIT3};
            BIT3: {tx, state} <= {data[3], BIT4};
            BIT4: {tx, state} <= {data[2], BIT5};
            BIT5: {tx, state} <= {data[1], BIT6};
            BIT6: {tx, state} <= {data[0], BIT7};
            BIT7: {tx, state} <= {^data, PARITY};
            PARITY: {tx, state} <= {1'b1, STOP};
            STOP: {tx, tx_done, state} <= {1'b1, 1'b0, 4'bzzzz};
            default;
        endcase
        counter = 0;
    end
    if (tx_start == 1) {state, tx, tx_done, counter} = {START, 7'b0000000};
    if (tx == 1'b1 && state === 4'bzzzz && counter == 2) {tx, counter} = 6'b000000;
    if (counter == 26 && state == STOP) tx_done = 1'b1;
    counter <= counter + 1;
end
endmodule
```

==> qor.yml <==
critical_path:
  cp_slowest_stage_delay_ns: 0.39
  crit_buf_inv: 0
  worstPathRequired_ns: 1.79
  crit_chain: "nor2b_2 -> a311o_2 -> a21oi_2 -> ha_1 -> nand4_1 -> o32ai_2"
  regToRegSetupSlack_ns: 0.07
  arrival_ns: 1.71
  path_max_fanout: 2
  crit_path_end_kind: "register"
  cp-start-kind: "register"
  worst-setup-path-type: "reg2reg"
  cp_slowest_cell: "a311o_2"
  crit_family: "AND-OR/OR-AND gates"
clock_network:
  numCtsBuffers: 3
  cts_hold_buf: 0
  cts_sinks: 11
  cts_tree: "built"
  path_clk_slew_ns: 0.07
  root_buffer: "clkbuf_4"
  cts_max_level: 1
  clock.latency.late_pin_ns: 0.27
  cts_buffer_depth: 2
grt:
  grtUsageTotal_pct: 2.683
  antenna_found_initial: 0
  grt_max_degree: 10
  grt_pass1_wl_mm: 1.380
  overflow: 0
  grt_pass1_vias: 341
placement:
  dpl.cell_count: 103
  finalWeightedCongestion: 0.7470
  place.port_buffers: 3
  place_hpwl_um: 671.7
die:
  chipWidth_um: 80
  die_h_um: 80
  dieArea_sq_mm: 0.006400
  fp_util_pct: 13.44
  core_area_sq_mm: 0.003416
  io-pin-count: 13
  num_rows: 21
status:
  outcome: "finished clean"
timing:
  min_period_ns: 1.526
  max_freq_ghz: 0.6552
  setup_tns_ns: 0
  whs_ns: 0.4496
  tightest_slew_ns: 0.3110
  max-slew-margin-rel_pct: 79.10
  finalClockSkew_ns: 0.0001244
  timing_hold_violations_final: 0
  slew_viol_final: 0
  finalCritPeriodShare_pct: 95.40
  setup_viol: 0
synthesis:
  simple_gate_area_share_pct: 24.80
  synth-seq-cells: 11
  synth.mux.area_fraction_pct: 0
  xor_share_pct: 3.815
  yosysUniqueCellTypes: 21
  ys_cells: 47
  yosys_area_sq_um: 459.2
  synth.logic.top_family: "simple AND/OR/NAND/NOR gates"
  syn_area_per_cell_sq_um: 9.770
  synth-compound-area-share_pct: 12.26
  yosysWarnings: 3
  ys_seq_share_pct: 47.96
  syn_area_sq_um: 459.2
  syn_inst: 47
  ys_sh_adder_pct: 5.450
route:
  num_vias: 359
  ant_nets: 0
  vias_per_cell: 3.294
  dr.pass1.iters: 3
  wl_per_cell_um: 7.761
  wl_um: 846
  antenna-diode-count: 0
  drt_iter0_markers: 6
  route.detailed.drc: 0
cells_and_area:
  drive_gt1_share_pct: 34.92
  area_growth_pct: 44.96
  logic_area_sq_um: 229.0
  final_cell_mix: "dfxtp_1, buf_4, inv_1, nor2b_1, nand3_1"
  instances_no_fill: 109
  fillers: 372
  seq_area_sq_um: 221.5
power_and_ir_drop:
  intPower_mw: 0.4133
  power_density_mw_per_mm2: 824.5
  power_switching_mw: 0.1355
  p_leak_nw: 0.2473
  comb_power_share_pct: 11.9
  peakVddDrop_uv: 728.1
  clkPwrFrac_pct: 34.3
  p_sw_share_pct: 24.69
  p_seq_share_pct: 53.8
job:
  tool_warnings: 35
  drv_cap: 0
min_path:
  hold_class: "in2reg"
-- per-layer routing --
| layer | GRT usage [%] | vias to the layer above | part of all wire, % |
|---|---|---|---|
| met2 | 4.254 | 6 | 42 |
| met3 | 1.818 | 2 | 7.8 |
| met5 | 0 | - | 0 |
| met4 | 0.3521 | 0 | 0.71 |
| met1 | 2.989 | 154 | 50 |
| li1 | - | 197 | - |
-- registers in the layout, indices dropped and copies added, names as in the netlist --
signal and count:
tx 1, tx_done 1, state 4, counter 5
-- worst register-to-register path, cell delays in order, from the launching register on --
cell	delay, ns
dfxtp_1	0.31
nor2b_2	0.16
a311o_2	0.39
a21oi_2	0.13
ha_1	0.16
nand4_1	0.10
o32ai_2	0.20
-- kinds of logic (layout without fill, tap and decap cells) --
group / count (synthesis) / in the layout
AOI/OAI and AO/OA: 6 / 6
adders and majority gates: 2 / 2
xor gates and xnor gates: 2 / 2
and+or+nand+nor: 19 / 19
DFF: 11 / 11
buffers and inverters: 7 / 23
-- power groups by stage --
stage	combinational (mW)	clock, mW	sequential, mW
5_1_grt	0.0727	0.212	0.296
6_report	0.0653	0.188	0.295
4_1_cts	0.0647	0.198	0.295
-- cell usage after synthesis, drive strengths merged --
| cell | n | area share (%) |
|---|---|---|
| o32ai | 1 | 3.5 |
| a21oi | 2 | 2.2 |
| a311oi | 1 | 1.9 |
| and2 | 1 | 1.4 |
| a311o | 2 | 4.6 |
| dfxtp | 11 | 48 |
| nand4b | 1 | 1.9 |
| inv | 6 | 4.9 |
| ha | 2 | 5.4 |
| clkbuf | 1 | 0.82 |
| nor4 | 1 | 1.4 |
| nor2b | 6 | 8.7 |
| xor2 | 1 | 1.9 |
| nand4 | 2 | 2.7 |
| or2b | 1 | 1.6 |
| nand3 | 4 | 4.4 |
| nor3 | 1 | 1.1 |
| xnor2 | 1 | 1.9 |
| nand2 | 2 | 1.6 |
-- final cells by class --
| cell class | instances | area share, % |
|---|---|---|
| clock buffer | 3 | 3.383 |
| sequential | 11 | 33.27 |
| clock inverter | 1 | 0.7519 |
| inverter | 6 | 3.383 |
| multi-input combinational | 29 | 34.40 |
| timing repair buffer | 13 | 16.17 |
| tap | 46 | 8.647 |
-- metrics by stage --
stage          power [mW]  cell area (sq um)  worst slack (ns)  util, %
2_1_floorplan      0.3324              459.2           0.02769        -
4_1_cts            0.5581              644.4           0.03931    18.86
3_5_place_dp       0.3632              603.1           -0.3668    17.66
6_report           0.5488              665.6           0.07366    19.49
5_1_grt            0.5810              665.6        -0.0003232    19.49
3_3_place_gp       0.3618              603.1           -0.3228    17.66
-- final timing paths --
| kind | start | endpoint | depth (start not counted) |
|---|---|---|---|
| min reg2reg | state[3] | state[3] | 1 |
| min | tx_start | counter[4] | 3 |
| max | counter[4] | tx_done | 6 |
| max reg2reg | counter[4] | tx_done | 6 |
-- timing repair --
| item | 4_1_cts | 5_1_grt |
|---|---|---|
| pin swaps | 0 | 5 |
| buffers inserted | 0 | 2 |
| setup endpoints to repair | 2 | 1 |
| resized | 4 | 2 |
No activity file was given, so power comes from the tool's default toggle rates.
